--- ./config.mk ---
export PLATFORM = sky130hd
export DESIGN_NAME = MBA_module
export DESIGN_NICKNAME = MBA_module
export VERILOG_FILES = /design/flow/design.v
export SDC_FILE = /design/flow/constraint.sdc
export NUM_CORES = 4
export LEC_CHECK = 1
export CORE_UTILIZATION = 30
--- ./constraint.sdc ---
current_design MBA_module

set clk_period 7.0
set clk_io_pct 0.2

create_clock -name clk0 -period $clk_period [get_ports {clock}]

set non_clock_inputs [all_inputs -no_clocks]
set_input_delay [expr $clk_period * $clk_io_pct] -clock clk0 $non_clock_inputs
set_output_delay [expr $clk_period * $clk_io_pct] -clock clk0 [all_outputs]
--- ./design.v ---
module MBA_module(p,a,b,clock);
    output [15:0] p;
    input [7:0]  a, b;
    input clock;
    integer i, lookup_tbl;
    integer operate;
	 reg [15:0] ans;
	 reg [15:0] pp0;
	 reg [15:0] pp1;
	 reg [15:0] pp2;
	 reg [15:0] pp3;
	 wire [15:0] p;
	 wire [15:0] sub1;
	 wire [15:0] sub2;
	 wire [15:0] sub3;
	 wire c1,c2,c3;
    always @(negedge clock)
    begin
        for(i=1;i<=7;i=i+2)
        begin
            if(i==1)
                lookup_tbl = 0;
            else
                lookup_tbl = b[i-2];
            lookup_tbl = lookup_tbl + 4*b[i] + 2*b[i-1]; 
            if(lookup_tbl == 0 || lookup_tbl == 7)
                operate = 0;
            else if(lookup_tbl == 3 || lookup_tbl == 4)
                operate = 2;
            else
                operate = 1;
            if(b[i] == 1)
                operate = -1*operate;
            case(operate)
            1:
                begin
                    ans=a;
                    ans=ans<<(i-1);
						  if(i==1)
						  pp0=ans;
						  else if(i==3)
						  pp1=ans;
						  else if(i==5)
						  pp2=ans;
						  else if(i==7)
						  pp3=ans;
                end
            2:
                begin
                    ans=a<<1;
                    ans=ans<<(i-1);
						  if(i==1)
						  pp0=ans;
						  else if(i==3)
						  pp1=ans;
						  else if(i==5)
						  pp2=ans;
						  else if(i==7)
						  pp3=ans;
                end
            -1:
                begin
                    ans=~a+1;
                    ans=ans<<(i-1);
						  if(i==1)
						  pp0=ans;
						  else if(i==3)
						  pp1=ans;
						  else if(i==5)
						  pp2=ans;
						  else if(i==7)
						  pp3=ans;
                end
            -2:
                begin
                    ans=a<<1;
                    ans=~ans+1;
                    ans=ans<<(i-1);
						  if(i==1)
						  pp0=ans;
						  else if(i==3)
						  pp1=ans;
						  else if(i==5)
						  pp2=ans;
						  else if(i==7)
						  pp3=ans;
                end
            endcase
        end
    end
	carry_look_ahead_16bit cla1 (.a(pp0[15:0]), .b(pp1[15:0]), .cin(0), .sum(sub1[15:0]) , .cout(c1));
	carry_look_ahead_16bit cla2 (.a(pp2[15:0]), .b(pp3[15:0]), .cin(0), .sum(sub2[15:0]) , .cout(c2));
	carry_look_ahead_16bit cla3 (.a(sub1[15:0]), .b(sub2[15:0]), .cin(0), .sum(p[15:0]) , .cout(c3));
endmodule
module carry_look_ahead_16bit(a,b, cin, sum,cout);
input [15:0] a,b;
input cin;
output [15:0] sum;
output cout;
wire c1,c2,c3;
carry_look_ahead_4bit cla1 (.a(a[3:0]), .b(b[3:0]), .cin(cin), .sum(sum[3:0]), .cout(c1));
carry_look_ahead_4bit cla2 (.a(a[7:4]), .b(b[7:4]), .cin(c1), .sum(sum[7:4]), .cout(c2));
carry_look_ahead_4bit cla3(.a(a[11:8]), .b(b[11:8]), .cin(c2), .sum(sum[11:8]), .cout(c3));
carry_look_ahead_4bit cla4(.a(a[15:12]), .b(b[15:12]), .cin(c3), .sum(sum[15:12]), .cout(cout));
endmodule
module carry_look_ahead_4bit(a,b, cin, sum,cout);
input [3:0] a,b;
input cin;
output [3:0] sum;
output cout;
wire [3:0] p,g,c;
assign p=a^b; 
assign g=a&b;  
assign c[0]=cin;
assign c[1]= g[0]|(p[0]&c[0]);
assign c[2]= g[1] | (p[1]&g[0]) | p[1]&p[0]&c[0];
assign c[3]= g[2] | (p[2]&g[1]) | p[2]&p[1]&g[0] | p[2]&p[1]&p[0]&c[0];
assign cout= g[3] | (p[3]&g[2]) | p[3]&p[2]&g[1] | p[3]&p[2]&p[1]&p[0]&c[0];
assign sum=p^c;
endmodule
--- ./run.sh ---
#!/bin/bash
# OpenROAD 26Q1-2900-gdf79404cd8, Yosys 0.63+post, stock flow scripts
make -C /OpenROAD-flow-scripts/flow DESIGN_CONFIG=/design/flow/config.mk WORK_HOME=/design/flow/orfs finish
==> deck_impl_summary.md <==
Implementation Results

Floorplan
  • Io pins: 33
  • Die width: 129 µm
  • Rows: 46
  • FP Util: 30.7%
  • Die Y: 129 µm
  • Die area: 16,700 µm²
  • Core area: 15,800 µm²

Global routing
  • Busiest grt layer: met2
  • Total grt overflow: 0
  • GR Util met2: 29.1%
  • Met1 Track Usage GR: 26.2%
  • GRT met3 Usage: 3.41%
  • Largest net degree at the start of global routing: 45
  • GRT Total Usage: 18.4%
  • First-pass GRT wire length: 23,100 µm
  • Number of global-route vias before repair: 4,618
  • Initial antenna violation count: 0

Timing
  • Slew at the pin with the worst max-slew slack: 492 ps
  • Slew HR: 66.9%
  • Final setup margin: -2060 ps
  • WHS: 5210 ps
  • RSZ-0062 raised after global routing: true
  • Pins Over Slew Limit: 0
  • Final Hold Vio Count: 0
  • Final setup fails: 12

Setup path
  • Critical setup path kind: flop to output port
  • Worst setup path startpoint: pp1[2]
  • Max FO, Critical Path: 3
  • Setup crit end: p[12]
  • Worst setup SP type: flop
  • Crit path DRT: 5600 ps
  • CP Capture Type: output port
  • Crit path DAT: 7660 ps

Place
  • Count of input and output buffers: 32
  • Final GP Congestion: 0.943
  • Placed insts: 862
  • DPL Wire Length: 10,900 µm

Clocking
  • Clk root buf: clkbuf_16
  • CTS tree: yes
  • CTS Buffer Depth: 2
  • Hold-fix buffers, CTS: 0
  • CTS sink cnt: 52
  • Num CTS Buffers: 5
  • Reg clk slew, reported paths: 50 ps
  • H-tree levels: 2

Logic synthesis
  • Area fraction in mux cells: 2.60%
  • Synth Area in Compound Gates: 24.4%
  • Async SR Flop Fraction: 0%
  • Mapped cell area: 4850 µm²
  • Most used flip-flop cell: edfxtp_1
  • Post-synthesis cell type count: 67
  • Yosys warns: 4
  • Xor+xnor area frac: 6.60%
  • Register share after synthesis: 32.2%
  • Adder Area Share: 12.6%
  • Yosys chip area: 4850 µm²
  • Yosys Instances: 549
  • Mapped Cells: 549
  • Top non-seq family: AND-OR/OR-AND gates
  • Syn_area_per_cell: 8.84 µm²
  • Simple Share, Synth: 14.6%
  • EDFF count, synth: 52
  • Yosys reg bits: 52

Detailed routing
  • Post-route ant nets: 0
  • First-pass DRT Iterations: 5
  • Total Wirelength: 14,200 µm
  • Detailed-route DRC error count: 0
  • Inserted Diodes: 0
  • 1st-iter DRT viols: 247
  • DR vias/cell: 5.04
  • Via Count: 4,704
  • Routed WL per cell: 15.2 µm

Finish
  • Share of layout cells above drive strength 1: 27.3%
  • Filler instances: 1,474
  • Non-Filler Instances: 934
  • Synth-to-Final Area Change: 39.2%

Worst hold path
  • Hold Path Class: primary input to flop

Job
  • MaxCap Viol Count: 0
  • Tally of OpenROAD warnings: 80

Status
  • Outcome: finished, violations left
  • Violated checks: setup timing

Power and ir drop
  • Worst IR Drop VDD: 0.000282 V
  • Pleak: 3.02 nW
  • Pwr Density: 293 nW/µm²
## Yosys cell counts (12+ instances only)
cell / count / area share [%]
inv_1: 33 / 2.6
a21oi_1: 68 / 7.0
clkbuf_1: 37 / 2.9
xor2_1: 12 / 2.2
a211oi_1: 14 / 2.2
nand3_1: 12 / 1.2
nand2_1: 48 / 3.7
xnor2_1: 22 / 4.0
ha_1: 33 / 8.5
o21ai_0: 32 / 3.3
nor2_1: 37 / 2.9
edfxtp_1: 52 / 32
## worst min path at each step
| stage | cells past startpoint | slack (ps) | start | endpoint |
|---|---|---|---|---|
| 5_1_grt | 4 | 5230 | a[1] | pp1[3] |
| 4_1_cts | 4 | 5230 | a[1] | pp1[3] |
| 6_report | 4 | 5210 | a[1] | pp0[1] |
## worst max-delay path, cell delays in order, from the launching register on
cell and delay [ps]:
edfxtp_1 360, ha_2 200, fa_2 370, a31o_4 240, a21o_1 200, a21o_1 240
fa_2 350, xor2_1 170, ha_1 310, and3_1 180, a32o_2 260, o41ai_4 270
fa_2 510, inv_2 50, buf_2 80
## state kept, by name (all words and copies together), names as in the netlist
signal,flops
pp0,16
pp2,12
pp1,14
pp3,10
## power breakdown
group	switching, mW	internal, mW	leakage [nW]
clock	0.175	0.170	0.348
sequential	0.0187	0.396	0.534
combinational	0.513	0.707	2.14
total	0.707	1.27	3.02
## per-layer routing
| metal | vias to the layer above | wire length, µm | share of wire (%) |
|---|---|---|---|
| li1 | 2341 | - | - |
| met1 | 2180 | 6320 | 45 |
| met2 | 160 | 6690 | 47 |
| met3 | 23 | 774 | 5.5 |
| met4 | 0 | 378 | 2.7 |
| met5 | - | 0 | 0 |
## placed cells by master, fill, tap and decap left out, types with 8 or more instances in the layout
cell and n:
o22ai_1 8, nor3_1 9, ha_1 27, edfxtp_1 52, nand3_1 12, xor2_1 11
buf_4 118, nor2_1 36, a211oi_1 12, a21oi_1 62, o21ai_0 31, a21o_1 8
xnor2_1 18, and3_1 8, inv_1 82, nand2_1 48, clkdlybuf4s50_1 19
## area by class of cell
type | count | area [µm²] | share of cell area, %
timing repair buffer | 158 | 1270 | 18.8
tap | 216 | 270 | 4.00
clock buffer | 5 | 125 | 1.85
sequential | 52 | 1560 | 23.1
clock inverter | 55 | 213 | 3.15
inverter | 32 | 125 | 1.85
multi-input combinational | 416 | 3190 | 47.2
## what timing repair did
| action | CTS | global route |
|---|---|---|
| buffers inserted | 9 | 4 |
| gates resized | 44 | 17 |
| setup endpoints to repair | 29 | 18 |
| hold endpoints to repair | 0 | 0 |
| pin swaps | 31 | 20 |
## per-stage QoR
stage          power (mW)  setup slack, ps  area, µm²  util, %  setup TNS [ps]
2_1_floorplan        1.02            -1370       4970        -           -8220
3_3_place_gp         1.61            -1940       6200     39.1          -28530
3_5_place_dp         1.63            -1970       6200     39.1          -29620
4_1_cts              1.95            -2030       6640     42.0          -18170
5_1_grt              2.15            -2200       6750     42.7          -20140
6_report             1.98            -2060       6750     42.7          -18650
## cell families (layout without fill, tap and decap cells)
group | after synthesis | count (layout)
adders and majority gates | 43 | 43
xor gates and xnor gates | 35 | 35
muxes | 12 | 12
AOI/OAI and AO/OA | 184 | 184
buffers and inverters | 81 | 250
DFF | 52 | 52
and+or+nand+nor | 142 | 142
Power figures rest on the tool's default switching activity, not on a simulated workload.
